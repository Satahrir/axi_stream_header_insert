### flow/run.sh
#!/bin/bash
# OpenROAD 26Q1-2900-gdf79404cd8, Yosys 0.63+post, stock flow scripts
make -C /OpenROAD-flow-scripts/flow DESIGN_CONFIG=/design/flow/config.mk WORK_HOME=/design/flow/orfs finish
### flow/config.mk
export PLATFORM = sky130hd
export DESIGN_NAME = axi_stream_insert_header_pipe
export DESIGN_NICKNAME = axi_stream_insert_header_pipe
export VERILOG_FILES = /design/flow/design.v
export SDC_FILE = /design/flow/constraint.sdc
export NUM_CORES = 4
export LEC_CHECK = 1
export CORE_UTILIZATION = 50
### flow/constraint.sdc
current_design axi_stream_insert_header_pipe

set clk_period 14.4
set clk_io_pct 0.2

create_clock -name clk0 -period $clk_period [get_ports {clk}]

set non_clock_inputs [all_inputs -no_clocks]
set_input_delay [expr $clk_period * $clk_io_pct] -clock clk0 $non_clock_inputs
set_output_delay [expr $clk_period * $clk_io_pct] -clock clk0 [all_outputs]
### flow/design.v
`timescale 1ns / 1ps
module axi_stream_insert_header_pipe #(
    parameter   DATA_WD = 32,
    parameter   DATA_BYTE_WD = DATA_WD/8,
    parameter   BYTE_CNT_WD = $clog2(DATA_BYTE_WD)
)
(
        input                       clk,
        input                       rst_n,
        input                       valid_in,
        input   [DATA_WD-1:0]       data_in,
        input   [DATA_BYTE_WD-1:0]  keep_in,  
        input                       last_in,
        output reg                  ready_in,
        output                      valid_out,
        output  [DATA_WD-1:0]       data_out,
        output  [DATA_BYTE_WD-1:0]  keep_out,                      
        output                      last_out,
        input                       ready_out,
        input                       valid_insert,
        input   [DATA_WD-1:0]       data_insert,
        input   [DATA_BYTE_WD-1:0]  keep_insert,
        input   [BYTE_CNT_WD-1:0]   byte_insert_cnt,
        output reg                  ready_insert
    );
    wire [DATA_WD-1:0] data_s1_s2;
    wire [DATA_BYTE_WD-1:0] keep_s1_s2;
    wire last_s1_s2;
    wire valid_o_s1;
    wire rdy_s1_o;     
    wire [DATA_WD-1:0] data_s2_s3;
    wire [DATA_BYTE_WD-1:0] keep_s2_s3;
    wire last_s2_s3;
    wire valid_o_s2;
    wire rdy_s2_s1;     
    wire [DATA_WD-1:0] data_s3_o;
    wire [DATA_BYTE_WD-1:0] keep_s3_o;
    wire last_s3_o;
    wire valid_o_s3;
    wire rdy_s3_s2;     
    reg rdy_nxt;
pipe_stage #(
    .DATA_WD(DATA_WD + DATA_BYTE_WD + 1)
)data_st1(
    .clk                               (clk                       ),
    .rst_n                             (rst_n                     ),
    .din                               ({data_in, keep_in, last_in}),
    .dout                              ({data_s1_s2,keep_s1_s2,last_s1_s2}   ),
    .pre_valid                         (valid_in                  ),
    .cur_ready                         (rdy_s1_o                  ),
    .cur_valid                         (valid_o_s1                ),
    .nxt_ready                         (rdy_s2_s1                 ) 
);
pipe_stage #(
    .DATA_WD(DATA_WD + DATA_BYTE_WD+1)
)data_st2(
    .clk                               (clk                       ),
    .rst_n                             (rst_n                     ),
    .din                               ({data_s1_s2, keep_s1_s2,last_s1_s2}  ),
    .dout                              ({data_s2_s3, keep_s2_s3,last_s2_s3}  ),
    .pre_valid                         (valid_o_s1                ),
    .cur_ready                         (rdy_s2_s1                 ),
    .cur_valid                         (valid_o_s2                ),
    .nxt_ready                         (rdy_s3_s2                 )
);
pipe_stage #(
    .DATA_WD(DATA_WD + DATA_BYTE_WD+1)
)data_st3(
    .clk                               (clk                       ),
    .rst_n                             (rst_n                     ),
    .din                               ({data_s2_s3, keep_s2_s3,last_s2_s3}  ),
    .dout                              ({data_s3_o, keep_s3_o,last_s3_o}    ),
    .pre_valid                         (valid_o_s2                ),
    .cur_ready                         (rdy_s3_s2                 ),
    .cur_valid                         (valid_o_s3                ),
    .nxt_ready                         (rdy_nxt                 )
);
    wire [DATA_WD-1:0] head_s1_s2;
    wire [DATA_BYTE_WD-1:0] hkeep_s1_s2;
    wire hvalid_o_s1;
    wire hrdy_s1_o;     
    wire [DATA_WD-1:0] head_s2_s3;
    wire [DATA_BYTE_WD-1:0] hkeep_s2_s3;
    wire hvalid_o_s2;
    wire hrdy_s2_s1;     
    reg hrdy_nxt;
    reg [7:0] cnt_insert;
    reg [7:0] cnt_in;
    reg [7:0] cnt_out;
pipe_stage #(
    .DATA_WD(DATA_WD + DATA_BYTE_WD)
)head_st1(
    .clk                               (clk                       ),
    .rst_n                             (rst_n                     ),
    .din                               ({data_insert, keep_insert}),
    .dout                              ({head_s1_s2, hkeep_s1_s2} ),               
    .pre_valid                         (valid_insert              ),
    .cur_ready                         (hrdy_s1_o                 ),
    .cur_valid                         (hvalid_o_s1               ),
    .nxt_ready                         (hrdy_s2_s1                ) 
);
pipe_stage #(
    .DATA_WD(DATA_WD + DATA_BYTE_WD)
) head_st2(
    .clk                               (clk                       ),
    .rst_n                             (rst_n                     ),
    .din                               ({head_s1_s2, hkeep_s1_s2} ),
    .dout                              ({head_s2_s3, hkeep_s2_s3} ),
    .pre_valid                         (hvalid_o_s1               ),
    .cur_ready                         (hrdy_s2_s1                ),
    .cur_valid                         (hvalid_o_s2               ),
    .nxt_ready                         (hrdy_nxt                  )
);
always @(posedge clk) begin
    if(~rst_n)
        cnt_out <= 0;
    else if (valid_out & ready_out)
        cnt_out <= cnt_out + 1;
end
always @(posedge clk ) begin
    if(~rst_n)
        cnt_insert <= 0;
    else if (valid_insert & ready_insert)
        cnt_insert <= cnt_insert + 1;
end
always @(posedge clk ) begin
    if(~rst_n)
        cnt_in <= 0;
    else if (valid_in & ready_in)
        cnt_in <= cnt_in + 1;
end
always @(*) begin
    if (cnt_insert < 2-1)
        hrdy_nxt = 1;
    else if(cnt_out <= byte_insert_cnt)
        hrdy_nxt = ready_out;
    else
        hrdy_nxt = 0;
end
always @(*) begin
    if (cnt_in < 3-1)
        rdy_nxt = 1;
    else if(cnt_out <= byte_insert_cnt)
        rdy_nxt = 0;
    else
        rdy_nxt = ready_out;
end
always @(*) begin
    if(~rst_n) begin
        ready_insert = 0;
    end
    else if (cnt_insert < 2) begin
        ready_insert = 1;
    end
    else if (cnt_out < byte_insert_cnt) begin
        ready_insert = hrdy_s1_o;
    end
    else begin
        ready_insert = 0;
    end
end
always @(*) begin
    if(~rst_n) begin
        ready_in <= 0;
    end
    else if (cnt_in < 3) begin
        ready_in <= 1;
    end
    else if (cnt_out < byte_insert_cnt) begin
        ready_in <= 0;
    end
    else
        ready_in <= rdy_s1_o;
end
assign data_out = (cnt_out <= byte_insert_cnt) ? head_s2_s3 : data_s3_o;
assign keep_out = (cnt_out <= byte_insert_cnt) ? hkeep_s2_s3 : keep_s3_o;
assign last_out = (cnt_out <= byte_insert_cnt) ? 0 : last_s3_o & valid_o_s3;
assign valid_out = (cnt_out <= byte_insert_cnt) ? hvalid_o_s2 : valid_o_s3;
endmodule
`timescale 1ns / 1ps
module pipe_stage#(
    parameter DATA_WD = 32
)(
    input                   clk,
    input                   rst_n,
    input       [DATA_WD-1:0]   din,
    output reg  [DATA_WD-1:0]   dout,
    input                   pre_valid,
    output                  cur_ready,
    output reg              cur_valid,
    input                   nxt_ready
    );
    assign cur_ready = ~cur_valid | nxt_ready;   
always @(posedge clk) begin
    if(~rst_n)
        dout <= 0;
    else if (pre_valid && cur_ready)     
        dout <= din;
    else
        dout <= dout;
end
always @(posedge clk) begin
    if(~rst_n)
        cur_valid <= 0;
    else if(cur_ready)
        cur_valid <= pre_valid;
    else
        cur_valid <= cur_valid;
end
endmodule
==> summary.txt <==
fresh numbers from the pnr run: half-perimeter wire length of the detailed placement result=11,810 um, reg2reg start=cnt_out[0], number of vias in the routed layout=6,761, total count of max-transition violations in the final report=0, yosys warns=3, All-Layer GR Usage=0.2339, pin count of the biggest net entering global routing=75, Main logic family=simple AND/OR/NAND/NOR gates, critical setup path kind=input port to output port, Mapped Avg Cell Area=8.384 um^2, GRT overflow=0, worst reg2reg setup slack=11.62 ns, register area=4244 um^2, area of the multi-input gates=3827 um^2, Worst-Skew Late Latency=0.49 ns, # Cells Yosys=995, number of antenna violations at the first check in global routing=1, portion of total power attributed to combinational logic=0.081, number of vias per cell after detailed routing=5.141, Final Hold Violation Tally=0, static leakage power=3.972 nW, crit path launch=byte_insert_cnt[1], final RePlAce weighted congestion=0.8602, mux contribution to synthesized area=0.09780, relative contribution of sequential cells to total power=0.494, timing endpoint of the critical path=data_out[8], R2R Path End=data_st2.dout[18], internal power component=968.9 uW, cells on worst reg2reg path=9, switching component of the power=281.0 uW, WL per Instance=14.56 um, wire length of the first global-routing pass=31,670 um, hold buffers post-CTS=0, Worst Max-Slew Pin Slew=0.7393 ns, worst setup slack before clock tree synthesis=5.845 ns, number of port buffers=119, worst relative slew slack=0.5072, aoi share=0.1293, final critical path time including I/O delays and setup=8.562 ns, clock slew at reported path FFs=0.06 ns, H-tree depth=1, Hold WC Path Type=flop to flop, vertical die dimension=131.2 um, area grow syn2layout=24.19%, sequential share of the synthesized area=0.5088, buffer cell driving the clock tree root=clkbuf_16, first-pass iteration count of the detailed router=4, Final Non-Filler Cells=1,315, crit path max fanout=20, Top FF cell, synth=dfxtp_1, maximum root-to-sink buffer count=3, Post-Synth XOR/XNOR Area=0.009450, Synth Cell Area=8342 um^2, distinct lib cells=46, number of cells after detailed placement=1,278, vias in the first global route=6,162, MaxCap Viol Count=0, startpoint kind of the worst setup timing path=input port, Arrival @ worst endpoint=5.68 ns, async set-or-reset flop fraction in the synthesized netlist=0, Adder Area Share=0.009000, initial core utilization=0.5195, flops & latches, synth=212, unrepaired setup endpoints after global routing=false, number of post-CTS setup repair buffers=0, Post-Route Hold Slack=0.4489 ns, number of flops mapped to enable cells by yosys=0, clock share of power=0.425, proportion of total power due to net switching=0.2248, Setup violations, final=0, top-level port count=120, critical path capture point type=output port, Row Count=46, simple-gate share of the synthesized area=0.2083, initial detailed-routing violation count=272, Post-CTS Resized=0, synthesized chip area reported by yosys=8342 um^2, Max IR drop VDD=0.1088 mV, TNS Setup=0 ns, fill cell total of the finished layout=1,353, power per standard cell area=120.7 nW/um^2, total clock sinks=212, cycle use final=0.5946, remaining routing DRC violations=0, status=finished clean, minimum setup slack in the final design=5.838 ns, post-route ant nets=0, worst clock skew=0.006155 ns, die area=17,200 um^2, clock tree from TritonCTS=built, warning total across the stage logs=27, worst endpoint required time=11.52 ns, die extent in x=131.2 um, Mapped Cells=995, core region area=16,060 um^2, achievable frequency=116.8 MHz, share of post-route cells with drive strength above 1=0.08652, TritonCTS Buffers=22, Total Wirelength=19,140 um
==> kinds of logic after synthesis <==
family | after synthesis
AOI/OAI and AO/OA | 194
xor gates and xnor gates | 9
adders and majority gates | 6
buffers and inverters | 78
DFF | 212
muxes | 77
and+or+nand+nor | 419
==> layout by cell type, fill, tap and decap left out, types with 4 or more instances in the layout <==
cell type,synthesis,final
nand2b_1,7,7
or4_1,4,4
nand4_1,6,6
clkbuf_1,42,5
o21a_1,5,5
clkdlybuf4s50_1,0,118
ha_1,6,6
nor2_1,60,60
a21oi_1,121,121
mux2_2,36,36
o31ai_1,4,4
and3_1,5,5
xnor2_1,9,9
dfxtp_1,212,212
mux2i_1,41,41
buf_4,0,13
and2_1,4,4
inv_1,11,11
nor4_1,5,5
o21ai_0,40,40
nand2_1,276,274
nand3_1,43,43
clkbuf_8,0,5
clkbuf_16,0,23
==> routing by layer <==
metal / global-route usage / vias up / routed length, um
li1: - / 3525 / -
met1: 0.3827 / 3054 / 9372
met2: 0.3378 / 152 / 8174
met3: 0.04091 / 30 / 1191
met4: 0.04575 / 0 / 405
met5: 0 / - / 0
==> worst min path at each step <==
stage,startpoint,endpoint,depth (start not counted),slack [ns]
after CTS,data_st2.dout[8],data_st3.dout[8],2,0.45
after global routing,head_st1.dout[0],head_st1.dout[0],2,0.47
final,data_st2.dout[2],data_st3.dout[2],2,0.45
==> Yosys cell counts (4+ instances only) <==
library cell	instances	area, um^2
buf_2	15	75.07
nor4_1	5	31.28
mux2i_1	41	410.4
a21oi_1	121	605.6
ha_1	6	75.07
and3_1	5	31.28
mux2_2	36	405.4
o21ai_0	40	200.2
buf_1	8	30.03
nand2b_1	7	43.79
nor2_1	60	225.2
or4_1	4	30.03
o31ai_1	4	30.03
nand3_1	43	215.2
inv_1	11	41.29
xnor2_1	9	78.83
clkbuf_1	42	157.7
nand2_1	276	1036
and2_1	4	25.02
o21a_1	5	37.54
nand4_1	6	37.54
dfxtp_1	212	4244
==> sequential cells by signal (all words and copies together) (netlist names) <==
register and flops:
data_st3.dout 37, data_st3.cur_valid 1, head_st1.cur_valid 1, data_st1.cur_valid 1
cnt_in 8, cnt_out 8, head_st2.cur_valid 1, data_st2.dout 37
data_st1.dout 37, head_st2.dout 36, data_st2.cur_valid 1, head_st1.dout 36
cnt_insert 8
==> area by class of cell <==
| cell class | count | share of cell area |
|---|---|---|
| Antenna cell | 1 | 0.0002415 |
| Clock buffer | 33 | 0.06401 |
| Clock inverter | 3 | 0.001691 |
| Inverter | 13 | 0.004952 |
| Multi-Input combinational cell | 705 | 0.3694 |
| Sequential cell | 212 | 0.4097 |
| Tap cell | 216 | 0.02609 |
| Timing Repair Buffer | 132 | 0.1239 |
==> power groups by stage <==
stage,Sequential (mW),Combinational (mW),Clock [mW]
finish,0.617,0.102,0.531
global route,0.619,0.113,0.571
CTS,0.617,0.103,0.545
==> worst max-delay path: stages <==
cell             delay [ns]
clkdlybuf4s50_1        0.45
inv_1                  0.04
ha_1                   0.30
nand2b_1               0.11
a22o_1                 0.28
nand2_2                0.42
buf_4                  0.39
mux2_2                 0.37
clkdlybuf4s50_1        0.41
==> stage by stage <==
step                power [mW]  utilization  cell area (um^2)
floorplan               0.6856            -              8342
global placement        0.7305       0.6026              9677
detailed placement      0.7313       0.6026              9677
CTS                      1.265       0.6450             10360
global route             1.303       0.6452             10360
finish                   1.250       0.6452             10360
No activity file was given, so power comes from the tool's default toggle rates.
